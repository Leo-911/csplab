`design.v`:
```
`timescale 1ns/1ps
module moving_sum_core #(
    parameter int WL_IN  = 20,
    parameter int WL_OUT = 24,
    parameter int L      = 16 
)(
    input  logic clk,
    input  logic rst,
    input  logic en,
    input  logic signed [WL_IN-1:0] data_in,
    output logic signed [WL_OUT-1:0] data_out
);
    logic signed [WL_IN-1:0] ram [0:L-1];
    logic [3:0] ptr;  
    logic filled;
    logic signed [WL_IN-1:0] delayed_data;
    logic signed [WL_OUT-1:0] acc;
    assign delayed_data = filled ? ram[ptr] : '0;
    always_ff @(posedge clk) begin
        if (rst) begin
            ptr <= '0;
            filled <= 1'b0;
            acc <= '0;
        end else if (en) begin
            ram[ptr] <= data_in;
            if (ptr == L-1) begin
                ptr <= '0;
                filled <= 1'b1;
            end else begin
                ptr <= ptr + 1;
            end
            acc <= acc + signed'(data_in) - signed'(delayed_data);
        end
    end
    assign data_out = acc;
endmodule
module metric_summation #(
    parameter int WL_IN  = 20,
    parameter int WL_OUT = 24,
    parameter int L      = 16
)(
    input  logic clk,
    input  logic rst,
    input  logic in_valid,
    input  logic signed [WL_IN-1:0] corr_real_in,
    input  logic signed [WL_IN-1:0] corr_imag_in,
    input  logic signed [WL_IN-1:0] energy_in,
    output logic out_valid,
    output logic signed [WL_OUT-1:0] sum_corr_real,
    output logic signed [WL_OUT-1:0] sum_corr_imag,
    output logic signed [WL_OUT-1:0] sum_energy
);
    always_ff @(posedge clk) begin
        if (rst) out_valid <= 1'b0;
        else     out_valid <= in_valid;
    end
    moving_sum_core #(.WL_IN(WL_IN), .WL_OUT(WL_OUT), .L(L)) u_sum_real (
        .clk(clk), .rst(rst), .en(in_valid), .data_in(corr_real_in), .data_out(sum_corr_real));
    moving_sum_core #(.WL_IN(WL_IN), .WL_OUT(WL_OUT), .L(L)) u_sum_imag (
        .clk(clk), .rst(rst), .en(in_valid), .data_in(corr_imag_in), .data_out(sum_corr_imag));
    moving_sum_core #(.WL_IN(WL_IN), .WL_OUT(WL_OUT), .L(L)) u_sum_energy (
        .clk(clk), .rst(rst), .en(in_valid), .data_in(energy_in), .data_out(sum_energy));
endmodule
```
`run.sh`:
```
#!/bin/bash
# OpenROAD 26Q1-2900-gdf79404cd8, Yosys 0.63+post, stock flow scripts
make -C /OpenROAD-flow-scripts/flow DESIGN_CONFIG=/design/flow/config.mk WORK_HOME=/design/flow/orfs finish
```
`config.mk`:
```
export PLATFORM = sky130hd
export DESIGN_NAME = metric_summation
export DESIGN_NICKNAME = metric_summation
export VERILOG_FILES = /design/flow/design.v
export SDC_FILE = /design/flow/constraint.sdc
export NUM_CORES = 4
export LEC_CHECK = 1
export CORE_UTILIZATION = 40
```
`constraint.sdc`:
```
current_design metric_summation

set clk_period 20.3
set clk_io_pct 0.2

create_clock -name clk0 -period $clk_period [get_ports {clk}]

set non_clock_inputs [all_inputs -no_clocks]
set_input_delay [expr $clk_period * $clk_io_pct] -clock clk0 $non_clock_inputs
set_output_delay [expr $clk_period * $clk_io_pct] -clock clk0 [all_outputs]
```
==> impl_metrics.tcl <==
# collected from the flow reports
set metrics [dict create \
    overflow 0 \
    clk_path_buf_depth 3 \
    fin_crit_sh 0.354 \
    cp.arrival_ns 7.78 \
    irDropWorstVdd_mv 0.0804 \
    fin_ws_ns 13.11 \
    avgSynthCellArea_um2 17.6 \
    die_x_um 341 \
    route.detailed.drc 0 \
    end_kind "flip-flop" \
    hold_path.class "reg -> reg" \
    power_density_nw_per_um2 109 \
    yosys-stat-area_um2 45800 \
    grt_pass1_vias 25434 \
    max_slew_margin 0.457 \
    numPortBuffers 135 \
    fin_util 0.468 \
    antenna_found_initial 11 \
    routedWlPerCell_um 24.7 \
    seq_area_frac_synth 0.673 \
    numCtsBuffers 111 \
    fp_util 0.405 \
    synth.distinct_cells 76 \
    ys_cells 2603 \
    area_growth_pct 15.4 \
    final_cells 4420 \
    edf_count 960 \
    ys_warn_count 2 \
    htree_levels 3 \
    grt_use_total 0.209 \
    ys_top_cells_by_count "edfxtp_1, mux4_2, inv_1" \
    top_cells_by_area "edfxtp_1, mux4_2, dfxtp_1" \
    maxSlewViolCount 0 \
    netlist_area_um2 45800 \
    async_reset_ff_frac 0 \
    dr.pass1.iters 5 \
    synth_cells 2603 \
    finalClockSkew_ns 0.0212 \
    dpl.hpwl_mm 64.5 \
    comb_area_um2 13500 \
    grt_pass1_wl_mm 162 \
    chip_area_um2 116000 \
    place_ws_ns 12.40 \
    critPathMaxFanout 17 \
    tns_ns 0 \
    largest_area_cell "edfxtp_1" \
    p_leak_uw 0.0178 \
    hold_violations 0 \
    ant_nets 0 \
    clk_latency_ns 0.69 \
    dpl-instance-area_um2 49200 \
    holdBufCountCts 0 \
    wl_mm 109 \
    drv_cap 0 \
    flop_cell "edfxtp_1" \
    path_class "in -> reg" \
    path_buffers 3 \
    cts_sinks 1060 \
    required_ns 20.88 \
    ctsResizeCount 0 \
    setup_violations 0 \
    rsz0062_at_grt "false" \
    cp-start-kind "primary input" \
    crit_chain "clkdlybuf4s50_1, inv_1, fa_1, inv_1, ha_1, a21o_1, nand4_2, a311o_1, a211oi_2, o21ba_2, o41ai_2, a41oi_1, mux2_1" \
    core_um2 113000 \
    fill_cells 9284 \
    first_iter_violations 1189 \
    regArea_um2 30900 \
    max_stage_delay_ns 0.81 \
    dp.cells 4209 \
    grt_max_degree 50 \
    top_cell "edfxtp_1" \
    ioPinCount 136 \
    ys.flops 1060 \
    clockRootBuffer "clkbuf_16" \
    worst_slew_pin_slew_ns 0.814 \
    clk_pin_slew_ns 0.06 \
    slowest_stage "clkdlybuf4s50_1" \
    top_cell_area_share 0.629 \
    tritoncts "yes" \
    critPathTopFamily "AND-OR/OR-AND gates" \
    warnings 38 \
    globalplace.congestion 0.879 \
    status "finished, final reports clean" \
    min_period_ns 7.19 \
    cpMostUsedCell "inv_1" \
    dieHeight_um 341 \
    post-cts-setup-buffers 0 \
    fmaxAchievable_mhz 139 \
    num_rows 123 \
    vias 23623 \
    drive_above_1_share 0.198 \
    post_drt_via_cell_ratio 5.34 \
    fin_area_um2 52900 \
]
[cell usage in the layout, fill, tap and decap left out, types with 13 or more instances in the layout]
master	count
clkinvlp_4	13
o21ai_0	65
a21oi_1	86
clkbuf_1	18
nand2_1	74
dfxtp_1	92
ha_1	87
edfxtp_1	960
buf_4	74
xor2_1	25
xnor2_1	44
fa_1	69
a21o_1	24
and2_1	106
clkbuf_16	111
clkdlybuf4s50_1	133
inv_1	286
nand3_1	14
nor2_1	87
clkinv_2	21
mux4_2	297
clkinv_1	16
mux2i_1	29
[path summary, 6_finish.rpt]
path	start	to	slack (ns)	depth (start not counted)
worst min register to register	u_sum_imag.filled	u_sum_imag.filled	0.47	1
worst max-delay path	energy_in[1]	u_sum_energy.acc[23]	13.11	13
worst min-delay path	u_sum_imag.filled	u_sum_imag.filled	0.47	1
worst max register to register	flip-flop	u_sum_imag.acc[20]	14.39	16
[area by class of cell]
type                            count  area share
Inverter                          287      0.0204
Timing Repair Buffer              207      0.0357
Sequential cell                  1060       0.583
Clock buffer                      136      0.0556
Antenna cell                        3    0.000142
Multi-Input combinational cell   1155       0.256
Clock inverter                     72      0.0138
Tap cell                         1500      0.0355
[stage by stage]
stage | total power [uW] | hold WS [ns]
3_3_place_gp | 3800 | 0.437
4_1_cts | 5840 | 0.465
2_1_floorplan | 3390 | 0.425
5_1_grt | 6080 | 0.490
3_5_place_dp | 3800 | 0.447
6_report | 5790 | 0.470
[logic make-up after synthesis]
family          synth area share
mux                        0.153
fa+ha+maj                 0.0539
xor+xnor                  0.0132
simple gates              0.0363
flops                      0.673
compound gates            0.0382
buf+inv                   0.0325
[sequential cells by signal, summed over array words and instances (netlist names), named ones only]
signal and cells:
u_sum_energy.acc 24, u_sum_real.ram 320, u_sum_real.ptr 4, u_sum_energy.filled 1
u_sum_real.filled 1, out_valid 1, u_sum_imag.ram 320, u_sum_energy.ptr 4
u_sum_energy.ram 320, u_sum_imag.filled 1, u_sum_real.acc 24, u_sum_imag.acc 24
u_sum_imag.ptr 4
[power by group]
part | switching [uW] | total (uW) | internal [uW]
clock network | 844 | 2030 | 1190
registers | 86.6 | 2530 | 2450
logic | 660 | 1230 | 568
total | 1590 | 5790 | 4200
[routing by layer]
| metal | part of all wire | vias to the layer above | global-route usage |
|---|---|---|---|
| met5 | 0.00093 | - | 0 |
| met4 | 0.023 | 14 | 0.0383 |
| met3 | 0.15 | 179 | 0.136 |
| met2 | 0.48 | 1248 | 0.318 |
| met1 | 0.34 | 11743 | 0.266 |
| li1 | - | 10439 | - |
Power is estimated from default activity; no workload was simulated.
