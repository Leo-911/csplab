===== ./design.v =====
`timescale 1ns/1ps
module metric_precalc #(
    parameter int WL_IN    = 16, 
    parameter int WL_RHO   = 8,  
    parameter int WL_OUT   = 20, 
    parameter int FFT_SIZE = 256 
)(
    input  logic clk,
    input  logic rst,
    input  logic in_valid,
    input  logic signed [WL_IN-1:0] r_real_in,
    input  logic signed [WL_IN-1:0] r_imag_in,
    input  logic signed [WL_RHO-1:0] rho_in,
    output logic out_valid,
    output logic signed [WL_OUT-1:0] corr_real_out,
    output logic signed [WL_OUT-1:0] corr_imag_out,
    output logic signed [WL_OUT-1:0] energy_out
);
    logic signed [WL_IN-1:0] mem_real [0:FFT_SIZE-1];
    logic signed [WL_IN-1:0] mem_imag [0:FFT_SIZE-1];
    logic [7:0] ptr;
    logic filled;
    logic signed [WL_IN-1:0] r_real_d1, r_imag_d1;
    logic signed [WL_IN-1:0] r_real_del_d1, r_imag_del_d1;
    logic signed [WL_RHO-1:0] rho_d1;
    logic in_valid_d1;
    logic signed [WL_IN-1:0] r_real_del_comb, r_imag_del_comb;
    assign r_real_del_comb = filled ? mem_real[ptr] : '0;
    assign r_imag_del_comb = filled ? mem_imag[ptr] : '0;
    always_ff @(posedge clk) begin
        if (rst) begin
            ptr <= '0; filled <= 1'b0;
            r_real_d1 <= '0; r_imag_d1 <= '0;
            r_real_del_d1 <= '0; r_imag_del_d1 <= '0;
            rho_d1 <= '0; in_valid_d1 <= 0;
        end else begin
            if (in_valid) begin
                mem_real[ptr] <= r_real_in;
                mem_imag[ptr] <= r_imag_in;
                if (ptr == FFT_SIZE - 1) begin
                    ptr <= '0; filled <= 1'b1;
                end else begin
                    ptr <= ptr + 1;
                end
            end
            if (in_valid) begin
                r_real_d1 <= r_real_in;
                r_imag_d1 <= r_imag_in;
                r_real_del_d1 <= r_real_del_comb;
                r_imag_del_d1 <= r_imag_del_comb;
                rho_d1    <= rho_in;
            end
            in_valid_d1 <= in_valid;
        end
    end
    logic signed [2*WL_IN-1:0] mult_ac_reg, mult_bd_reg, mult_bc_reg, mult_ad_reg;
    logic signed [2*WL_IN-1:0] sq_curr_r_reg, sq_curr_i_reg, sq_del_r_reg, sq_del_i_reg;
    logic signed [WL_RHO-1:0] rho_d2;
    logic in_valid_d2;
    always_ff @(posedge clk) begin
        if (rst) begin
            mult_ac_reg <= '0; mult_bd_reg <= '0; mult_bc_reg <= '0; mult_ad_reg <= '0;
            sq_curr_r_reg <= '0; sq_curr_i_reg <= '0; sq_del_r_reg <= '0; sq_del_i_reg <= '0;
            rho_d2 <= '0; in_valid_d2 <= 0;
        end else begin
            mult_ac_reg <= r_real_d1 * r_real_del_d1;
            mult_bd_reg <= r_imag_d1 * r_imag_del_d1;
            mult_bc_reg <= r_imag_d1 * r_real_del_d1;
            mult_ad_reg <= r_real_d1 * r_imag_del_d1;
            sq_curr_r_reg <= r_real_d1 * r_real_d1;
            sq_curr_i_reg <= r_imag_d1 * r_imag_d1;
            sq_del_r_reg  <= r_real_del_d1 * r_real_del_d1;
            sq_del_i_reg  <= r_imag_del_d1 * r_imag_del_d1;
            rho_d2 <= rho_d1;
            in_valid_d2 <= in_valid_d1;
        end
    end
    logic signed [2*WL_IN:0] corr_real_sum_reg, corr_imag_sum_reg;
    logic signed [2*WL_IN+1:0] sum_mag_reg;  
    logic signed [WL_RHO-1:0] rho_d3;
    logic in_valid_d3;
    always_ff @(posedge clk) begin
        if (rst) begin
            corr_real_sum_reg <= '0; corr_imag_sum_reg <= '0;
            sum_mag_reg <= '0;
            rho_d3 <= '0; in_valid_d3 <= 0;
        end else begin
            corr_real_sum_reg <= mult_ac_reg + mult_bd_reg;
            corr_imag_sum_reg <= mult_bc_reg - mult_ad_reg;
            sum_mag_reg <= (sq_curr_r_reg + sq_curr_i_reg) + (sq_del_r_reg + sq_del_i_reg);
            rho_d3 <= rho_d2;
            in_valid_d3 <= in_valid_d2;
        end
    end
    logic signed [2*WL_IN+1+WL_RHO:0] energy_mult_rho;
    logic signed [2*WL_IN+1+WL_RHO:0] energy_div2;
    always_comb begin
        energy_mult_rho = sum_mag_reg * rho_d3;
        energy_div2     = energy_mult_rho >>> 1;
    end
    localparam int SHIFT_CORR = (2*15) - (WL_OUT-3); 
    localparam int SHIFT_ENERGY = (2*15 + 7) - (WL_OUT-3);
    always_ff @(posedge clk) begin
        if (rst) begin
            corr_real_out <= '0; corr_imag_out <= '0; energy_out <= '0; out_valid <= 0;
        end else begin
            if (in_valid_d3) begin
                corr_real_out <= corr_real_sum_reg >>> SHIFT_CORR;
                corr_imag_out <= corr_imag_sum_reg >>> SHIFT_CORR;
                energy_out    <= energy_div2       >>> SHIFT_ENERGY;
                out_valid     <= 1'b1;
            end else begin
                out_valid     <= 1'b0;
                corr_real_out <= '0; corr_imag_out <= '0; energy_out <= '0;
            end
        end
    end
endmodule

===== ./run.sh =====
#!/bin/bash
# OpenROAD 26Q1-2900-gdf79404cd8, Yosys 0.63+post, stock flow scripts
make -C /OpenROAD-flow-scripts/flow DESIGN_CONFIG=/design/flow/config.mk WORK_HOME=/design/flow/orfs finish

===== ./config.mk =====
export PLATFORM = sky130hd
export DESIGN_NAME = metric_precalc
export DESIGN_NICKNAME = metric_precalc
export VERILOG_FILES = /design/flow/design.v
export SDC_FILE = /design/flow/constraint.sdc
export NUM_CORES = 4
export LEC_CHECK = 1
export CORE_UTILIZATION = 30
export SYNTH_MEMORY_MAX_BITS = 65536

===== ./constraint.sdc =====
current_design metric_precalc

set clk_period 240.8
set clk_io_pct 0.2

create_clock -name clk0 -period $clk_period [get_ports {clk}]

set non_clock_inputs [all_inputs -no_clocks]
set_input_delay [expr $clk_period * $clk_io_pct] -clock clk0 $non_clock_inputs
set_output_delay [expr $clk_period * $clk_io_pct] -clock clk0 [all_outputs]

==> impl_metrics.csv <==
group,metric,value,unit
run_status,outcome,"complete, no violations",
logic_synthesis,yosysCellCount,22800,
clock_tree,postCtsSetupBuffers,0,
clock_tree,cts_hold_repair.buffers,0,
final_timing,slew_headroom,0.6718,%
setup_path,cp-start-kind,"input pin",
final_timing,setup_ws,189010,ps
setup_path,worst_setup_path_end_kind,"flip-flop",
flow_run,openroad.warnings,54,
power_and_ir_drop,peakVddDrop,0.000007204,V
place,dpl_worst_slack,188150,ps
logic_synthesis,synth.distinct_cells,81,
logic_synthesis,yosysWarnings,1,
final_timing,rsz0062_at_grt,"no",
clock_tree,h-tree-depth,6,
floorplan,die-height,1173,um
grt,grt-ovfl-total,0,
setup_path,cp_slowest_stage_delay,1210,ps
clock_tree,cts_tree,"done",
clock_tree,clockBufferDepth,5,
final_timing,setup_viol,0,
final_timing,fin_skew,238.5,ps
clock_tree,clock-sinks,8687,
final_layout,regArea,0.2560,mm2
clock_tree,root_buffer,"clkbuf_16",
power_and_ir_drop,power.density,6.961,mW/mm2
clock_tree,clk_pin_slew,60,ps
setup_path,crit_path_start,"in_valid",
drt,wire_per_inst,26.60,um
final_layout,fin_area,0.4674,mm2
final_layout,final_layout_top_logic_cell,"edfxtp_1",
logic_synthesis,ys_area,0.4117,mm2
place,dpl-instance-area,0.4398,mm2
floorplan,die-width,1173,um
final_layout,num-fill-cells,126700,
logic_synthesis,ys.flop_type,"edfxtp_1",
grt,grt_start_max_net_pins,108,
floorplan,io_pins,104,
logic_synthesis,synth_top_area_share,59.75,%
logic_synthesis,ys_async_sr_fraction,0,%
setup_path,cp.required,241540,ps
setup_path,timing.rr.start,"r_imag_d1[15]$_SDFFE_PP0P_",
final_layout,area_growth,13.54,%
drt,firstDrtPassIters,8,
clock_tree,numCtsBuffers,850,
logic_synthesis,synth-seq-cells,8687,
final_layout,logic_area,0.1436,mm2
flow_run,timing.max_cap.violations,0,
drt,wirelength,1126000,um
logic_synthesis,top_area_cell,"edfxtp_1",
place,hpwl,732200,um
setup_path,arrival,52530,ps
final_layout,final_cell_count_no_fill,42330,
floorplan,std_cell_rows,430,
place,gp_congestion,0.9132,
final_timing,period_used_share,21.51,%
final_timing,hold_violations,0,
power_and_ir_drop,p_leak,160.9,nW
logic_synthesis,enable_flop_cells,8192,
grt,grt_usage,17.63,%
clock_tree,clkLatencyLatePin,1240,ps
logic_synthesis,synth.area.top_cells,"edfxtp_1, mux4_2, fa_1, ha_1, inv_1",
final_timing,fin_setup_tns,0,ps
floorplan,floorplanUtilization,30.07,%
grt,grt_pass1_vias,231200,
drt,drt.antenna.violating_nets,0,
setup_path,endpoint,"mem_imag[68][8]$_DFFE_PP_",
floorplan,die_area,1.377,mm2
place,portBuffers,103,
setup_path,worstPathMaxFanout,18,
logic_synthesis,synthCells,22800,
final_timing,slew_viol_final,0,
drt,vias,205100,
place,dp.cells,40750,
logic_synthesis,syn-cell-area,0.4117,mm2
final_timing,worst-slew-pin-transition,1487,ps
setup_path,critPathMostFrequentCell,"buf_4",
final_layout,final_cell_mix,"edfxtp_1, mux4_2, inv_1",
floorplan,core,1.369,mm2
grt,grt_first_pass_wirelength,1634000,um
setup_path,rr_endpoint,"sq_curr_i_reg[31]$_SDFF_PP0_",
grt,antenna_found_initial,85,
hold_path,hp-class,"reg2reg",
clock_tree,cts_resized,0,
drt,via_per_inst,4.845,
final_timing,timing.final.crit_period,51790,ps
drt,route.detailed.drc,0,
final_timing,fmax,0.01931,GHz
final_layout,drive_gt1_share,21.28,%
drt,drt_iter0_drc,12060,
setup_path,r2r_cells,22,
setup_path,crit_chain,"buf_4 > nor2b_1 > and2_1 > nand2_4 > buf_4 > nor2_4 > buf_4",
setup_path,r2r_slack,232550,ps
setup_path,critical_path_class,"in2reg",
logic_synthesis,avgSynthCellArea,18.06,um2
logic_synthesis,ys_seq_share,62.16,%
setup_path,crit_slowest_cell,"nor2b_1",
final_layout,final_core_util,34.14,%
## kinds of logic after synthesis
| group | after synthesis | synth area share [%] |
|---|---|---|
| mux | 2802 | 14.98 |
| buf+inv | 3775 | 3.486 |
| simple gates | 3149 | 3.609 |
| xor+xnor | 386 | 0.8211 |
| compound gates | 890 | 1.390 |
| flops | 8687 | 62.16 |
| other cells | 2 | 0.001824 |
| fa+ha+maj | 3111 | 13.56 |
## final cells by class
| type | count | area share, % |
|---|---|---|
| Antenna cell | 39 | 0.02088 |
| Clock buffer | 1021 | 4.737 |
| Clock inverter | 525 | 1.168 |
| Inverter | 2695 | 2.164 |
| Multi-Input combinational cell | 10340 | 30.71 |
| Sequential cell | 8687 | 54.77 |
| Tap cell | 18140 | 4.857 |
| Timing Repair Buffer | 880 | 1.575 |
## worst min path at each step
| stage | startpoint | end | slack (ps) | cells past startpoint |
|---|---|---|---|---|
| 5_1_grt | rho_d2[6]$_SDFF_PP0_ | rho_d3[6]$_SDFF_PP0_ | 450 | 1 |
| 6_report | rho_d2[6]$_SDFF_PP0_ | rho_d3[6]$_SDFF_PP0_ | 440 | 1 |
| 4_1_cts | rho_d2[6]$_SDFF_PP0_ | rho_d3[6]$_SDFF_PP0_ | 440 | 1 |
## Yosys cell counts (87+ instances only)
| cell type | n |
|---|---|
| edfxtp_1 | 8192 |
| mux4_2 | 2688 |
| inv_1 | 2687 |
| fa_1 | 2249 |
| nand2_1 | 958 |
| nor2_1 | 946 |
| ha_1 | 862 |
| clkbuf_1 | 791 |
| and2_1 | 785 |
| dfxtp_1 | 495 |
| a21oi_1 | 286 |
| xnor2_1 | 253 |
| a21o_1 | 176 |
| buf_1 | 146 |
| buf_2 | 142 |
| xor2_1 | 133 |
| o21ai_0 | 114 |
| mux2i_1 | 111 |
| nand2b_1 | 87 |
## per-layer routing
| layer | global-route usage (%) | wire [um] |
|---|---|---|
| met1 | 19.21 | 359000 |
| met4 | 4.864 | 41830 |
| met5 | 1.700 | 3289 |
| met3 | 14.96 | 210200 |
| met2 | 25.79 | 511700 |
## through the flow
stage / total power [mW] / hold WS, ps
finish: 3.254 / 442.9
global route: 3.358 / 448.7
CTS: 3.283 / 442.3
detailed placement: 1.955 / 429.2
global placement: 1.955 / 417.4
floorplan: 1.841 / 405.7
## report_power, final
| group | switching (mW) | internal, mW | leakage (nW) |
|---|---|---|---|
| registers | 0.0115 | 1.66 | 77.7 |
| clock network | 0.577 | 0.756 | 13.4 |
| logic | 0.157 | 0.0966 | 69.9 |
| total | 0.745 | 2.51 | 161 |
## worst max-delay path: cells and delay by family
kind	cells	cell delay, ps
buf+inv	3	1430
simple gates	4	2820
Power is estimated from default activity; no workload was simulated.
